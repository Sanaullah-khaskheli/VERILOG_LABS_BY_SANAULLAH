==> ./design.v <==
`timescale 1ns / 1ps
module Four_Bit_counter 
#(parameter N=8)
(      input clk, reset,  
    output wire max_tick,  
        output wire [N-1:0] q );
reg [N-1:0] r_reg; 
wire [N-1:0] r_next; 
always@(posedge clk, posedge reset )  
   if(reset)     
       r_reg <= 0;   
     else     
         r_reg <= r_next; 
 assign r_next = r_reg + 1; 
assign q = r_reg; 
assign max_tick = (r_reg == 2**N-1) ? 1'b1 : 1'b0; 
endmodule
==> ./run.sh <==
#!/bin/bash
# OpenROAD 26Q1-2900-gdf79404cd8, Yosys 0.63+post, stock flow scripts
make -C /OpenROAD-flow-scripts/flow DESIGN_CONFIG=/design/flow/config.mk WORK_HOME=/design/flow/orfs finish
==> ./config.mk <==
export PLATFORM = sky130hd
export DESIGN_NAME = Four_Bit_counter
export DESIGN_NICKNAME = Four_Bit_counter
export VERILOG_FILES = /design/flow/design.v
export SDC_FILE = /design/flow/constraint.sdc
export NUM_CORES = 4
export LEC_CHECK = 1
export CORE_AREA = 10 10 70 70
export DIE_AREA = 0 0 80 80
==> ./constraint.sdc <==
current_design Four_Bit_counter

set clk_period 2.3
set clk_io_pct 0.2

create_clock -name clk0 -period $clk_period [get_ports {clk}]

set non_clock_inputs [all_inputs -no_clocks]
set_input_delay [expr $clk_period * $clk_io_pct] -clock clk0 $non_clock_inputs
set_output_delay [expr $clk_period * $clk_io_pct] -clock clk0 [all_outputs]
==> flow_summary.json <==
{
  "pwr_density_cell_mw_per_mm2": 468.1,
  "grt_start_max_net_pins": 9,
  "viasPerCell": 2.708,
  "avgSynthCellArea_um2": 12.14,
  "grt_pass1_vias": 230,
  "finalSetupViolations": 0,
  "flop_area_um2": 200.2,
  "cts_buffers": 3,
  "cts_max_level": 1,
  "peakVddDrop_uv": 180.8,
  "yosysCellCount": 27,
  "slew_headroom": 0.7950,
  "rows": 21,
  "largest_register_ffs": 8,
  "max_cap_violations": 0,
  "post-route-period-util": 0.9233,
  "cp.required_ns": 1.84,
  "finalWorstSetupSlack_ns": 0.1765,
  "drive_above_1_share": 0.2326,
  "hp-class": "primary input to asynchronous set/reset pin",
  "core_mm2": 0.003416,
  "tool_warnings": 25,
  "routed_wl_um": 714,
  "fp.dieW_um": 80,
  "io_pins": 11,
  "clock.fmax_mhz": 470.9,
  "ys_warn_count": 1,
  "use_met3": 0.03068,
  "layout_top_cells": "clkdlybuf4s50_1, dfrtp_1",
  "clock-sinks": 8,
  "cts-root-buf": "clkbuf_4",
  "clockBufferDepth": 2,
  "fp-utilization": 0.09597,
  "cts_hold_buffers": 0,
  "antenna_cells": 0,
  "portBuffers": 10,
  "endpoint_kind": "output pin",
  "place_congestion": 0.6463,
  "fin_worst_skew_ns": 0.001206,
  "crit_type": "register to output pin",
  "cts_tree": "built",
  "finalHoldViolations": 0,
  "wire_per_inst_um": 8.022,
  "grt_util_all_layers": 0.02283,
  "grt-busiest-layer": "met3",
  "met1_usage": 0.03045,
  "grt_pass1_wl_um": 1104,
  "num_vias": 241,
  "clock_latency_ns": 0.25,
  "area_growth_pct": 63.36,
  "rsz0062_at_grt": "no",
  "ant_nets": 0,
  "met2_usage": 0.02006,
  "finalCriticalPeriod_ns": 2.124,
  "ys_area_um2": 327.8,
  "critical_path.max_fanout": 3,
  "netlist_instances": 27,
  "synth_flops": 8,
  "final-comb-area_um2": 121.4,
  "ys_seq_frac": 0.6107,
  "setup_tns_ns": 0,
  "outcome": "complete, no violations",
  "antenna_found_initial": 0,
  "drc": 0,
  "worst_ep_arrival_time_ns": 1.66,
  "worstSetupStartpointType": "register",
  "synth.distinct_cells": 11,
  "drt_pre_antenna_iters": 3,
  "die_h_um": 80,
  "dp_slack_ns": 0.3178,
  "nFillCells": 394,
  "cellLeakagePower_nw": 0.2185,
  "drt-initial-drc-count": 7,
  "grt.overflow.total": 0,
  "dieArea_mm2": 0.006400,
  "lay_top_count": "clkdlybuf4s50_1",
  "syn_area_um2": 327.8,
  "cts.reportedPaths.clkPinSlew_ns": 0.05,
  "final_max_slew_viol_count": 0,
  "worst_slew_pin_slew_ns": 0.3072,
  "rrSetupSlack_ns": 1.28
}
-- critical path, cell delays in order, from the launching register on --
cell             delay (ns)
dfrtp_1                0.37
ha_2                   0.21
nand2_1                0.07
nor2_2                 0.13
and3_1                 0.17
clkdlybuf4s50_1        0.46
-- layout make-up --
cell class                 count  area share
clock buffer                   3     0.04206
inverter                       3     0.02103
multi-input combinational     16      0.2266
sequential                     8      0.3738
tap                           46      0.1075
timing repair buffer          13      0.2290
-- cell usage after synthesis, drive strengths merged --
master / n / share of area
dfrtp: 8 / 0.61
inv: 3 / 0.034
nand3: 3 / 0.061
xnor2: 3 / 0.080
xor2: 3 / 0.080
nand2: 2 / 0.023
nor2: 2 / 0.023
and3: 1 / 0.019
ha: 1 / 0.038
nor3: 1 / 0.031
-- where the power goes --
part           leakage, nW  internal [W]  switching, W
Clock               0.0138     0.0000596     0.0000458
Combinational        0.103    0.00000158    0.00000278
Sequential           0.102      0.000141             0
Total                0.218      0.000202     0.0000486
-- path summary, 6_finish.rpt --
path                       cells after the start       end     start
setup / recovery                               5  max_tick  r_reg[0]
hold / removal                                 2  r_reg[0]     reset
setup reg to reg                               3  r_reg[7]  r_reg[2]
hold reg to reg                                1  r_reg[7]  r_reg[7]
max in group asynchronous                      2  r_reg[5]     reset
min in group clk0                              1  r_reg[7]  r_reg[7]
-- cells by family after synthesis --
group         Yosys count  synth area share
xor+xnor                6            0.1603
fa+ha+maj               1           0.03816
buf+inv                 3           0.03435
flops                   8            0.6107
simple gates            9            0.1565
-- metrics by stage --
stage | cell area (um^2) | total power [W] | utilization | std cells | hold slack (ns)
global route | 535.5 | 0.0002641 | 0.1568 | 89 | 0.4576
finish | 535.5 | 0.0002507 | 0.1568 | 89 | 0.4475
global placement | 485.5 | 0.0001478 | 0.1421 | 83 | 0.4722
detailed placement | 485.5 | 0.0001479 | 0.1421 | 83 | 0.4733
CTS | 508.0 | 0.0002566 | 0.1487 | 86 | 0.4489
floorplan | 327.8 | 0.0001455 | - | 27 | 0.2757
-- repair_timing --
item / CTS / global route
setup buffers: 0 / 3
gates resized: 0 / 2
hold endpoints to repair: 0 / 0
endpoints found under the setup margin: 0 / 1
-- layer usage --
metal | up-vias | share of wire
met5 | - | 0
met4 | 0 | 0
met3 | 0 | 0.22
met2 | 13 | 0.27
met1 | 108 | 0.50
li1 | 120 | -
Power figures rest on the tool's default switching activity, not on a simulated workload.
