===== ./run.sh =====
#!/bin/bash
# OpenROAD 26Q1-2900-gdf79404cd8, Yosys 0.63+post, stock flow scripts
make -C /OpenROAD-flow-scripts/flow DESIGN_CONFIG=/design/flow/config.mk WORK_HOME=/design/flow/orfs finish

===== ./config.mk =====
export PLATFORM = sky130hd
export DESIGN_NAME = SixtyFour_Bit_Adder
export DESIGN_NICKNAME = SixtyFour_Bit_Adder
export VERILOG_FILES = /design/flow/design.v
export SDC_FILE = /design/flow/constraint.sdc
export NUM_CORES = 4
export LEC_CHECK = 1
export CORE_AREA = 10 10 113 113
export DIE_AREA = 0 0 123 123

===== ./constraint.sdc =====
current_design SixtyFour_Bit_Adder

set clk_period 50.0
set clk_io_pct 0.2

create_clock -name clk0 -period $clk_period

set non_clock_inputs [all_inputs -no_clocks]
set_input_delay [expr $clk_period * $clk_io_pct] -clock clk0 $non_clock_inputs
set_output_delay [expr $clk_period * $clk_io_pct] -clock clk0 [all_outputs]

===== ./design.v =====
`timescale 1ns / 1ps
module Half_Adder(Sum, Carry,  A, B);
input A, B;
output Carry, Sum;
and and1(Carry, A, B);
xor xor1(Sum, A, B);
endmodule
`timescale 1ns / 1ps
module FA_using_HAs(Sum, Carry, A, B, Cin );
input A, B, Cin;
output Sum, Carry;
wire S1, C1, C2;
Half_Adder HA1(S1, C1, A, B);
Half_Adder HA2(.Sum(Sum), .Carry(C2),  .A(S1), .B(Cin));
or or1(Carry, C1, C2);
endmodule
`timescale 1ns / 1ps
module Four_bit_adder(Sum, Carry, A, B, Cin);
input [3: 0] A, B;
input Cin;
output [3:0] Sum;
output Carry;
FA_using_HAs FA1(.Sum(Sum[0]), .Carry(c1), .A(A[0]), .B(B[0]), .Cin(Cin) );
FA_using_HAs FA2(.Sum(Sum[1]), .Carry(c2), .A(A[1]), .B(B[1]), .Cin(c1) );
FA_using_HAs FA3(.Sum(Sum[2]), .Carry(c3), .A(A[2]), .B(B[2]), .Cin(c2) );
FA_using_HAs FA4(.Sum(Sum[3]), .Carry(Carry), .A(A[3]), .B(B[3]), .Cin(c3) );
endmodule
`timescale 1ns / 1ps
module Sixteen_Bit_Adder(Sum, Carry, A, B, Cin   );
input [15: 0] A, B;
input Cin;
output [15:0] Sum;
output Carry;
Four_bit_adder FBA1(.Sum(Sum[3:0]), .Carry(c1), .A(A[3:0]), .B(B[3:0]), .Cin(Cin));
Four_bit_adder FBA2(.Sum(Sum[7:4]), .Carry(c2), .A(A[7:4]), .B(B[7:4]), .Cin(c1));
Four_bit_adder FBA3(.Sum(Sum[11:8]), .Carry(c3), .A(A[11:8]), .B(B[11:8]), .Cin(c2));
Four_bit_adder FBA4(.Sum(Sum[15:12]), .Carry(Carry), .A(A[15:12]), .B(B[15:12]), .Cin(c3));
endmodule
`timescale 1ns / 1ps
module SixtyFour_Bit_Adder(Sum, Carry, A, B, Cin    );
input [63:0] A, B;
input Cin;
output [63:0] Sum;
output Carry;
Sixteen_Bit_Adder SBAD1(.Sum(Sum[15:0]),    .Carry(c1),    .A(A[15:0]),   .B(B[15:0]), .Cin(Cin)   );
Sixteen_Bit_Adder SBAD2(.Sum(Sum[31:16]),   .Carry(c2),    .A(A[31:16]),  .B(B[31:16]), .Cin(c1)   );
Sixteen_Bit_Adder SBAD3(.Sum(Sum[47:32]),   .Carry(c3),    .A(A[47:32]),  .B(B[47:32]), .Cin(c2)   );
Sixteen_Bit_Adder SBAD4(.Sum(Sum[63:48]),   .Carry(Carry), .A(A[63:48]),  .B(B[63:48]), .Cin(c3)   );
endmodule

==> notes.md <==
yosys + openroad results -> final hold violations=0, DR WL/cell=17.1 um, initial antenna violation count=0, status=complete, no violations, layout cells sized above 1=0%, area grow syn2layout=90.7%, Worst EP arrival=~36 ns, OpenROAD warning count=32, Total Wirelength=a little under 7000 um, family with the most delay on the worst path=adder cells, Met3 Wirelength=1840 um, FP Core Util=between 10% and 20%, CLK BUF=0, synthesized area=1800 sq um, Post-CTS Repair Setup Buffers=0, drt first-iter violations=13, worst-path fanout max=1, final setup violating endpoints=0, final core utilization=33.2%, Post-synth seq share=0%, VDD IR-drop max=0.00608 mV, register area=0 sq um, YS chip area=1800 sq um, Tmin final=46.01 ns, # diodes=0, Routed Antenna Nets=0, die area=15100 sq um, Via Count=1399, CTS Hold Bufs=0, Flop Count=0, Netlist cell types=3, relative slew slack=91.1%, setup tns final=0 ns, fin crit share=92.0%, IO Port Bufs=just under 200, Post-DP HPWL=between 6000 and 7000 um, CP Buf/Inv Count=6, Leak=1.28 nW, crit path DRT=roughly 40 ns, hold crit path type=in2out, most frequent CP cell=fa_1, Synth Area per Inst=between 10 and 15 sq um, total power=between 0.00004 and 0.00005 W, FP Rows=37, ys cells=138, Worst Hold Endpoint=Sum[0], Die Ht=~120 um, gr ovfl total=0, WL met1=2470 um, dominant cell type by area after synthesis=fa_1, Pre-antenna DRT Iters=2, met2 wire len=2590 um, Fillers=around 1.0k, highest metal used=met3, vias per cell=between 3 and 4, Least-Margin Pin Slew=0.133 ns, Cells after DPL=404, CP max-delay cell=clkdlybuf4s50_1, Crit. End Element=primary output, synthesized netlist cell count=138, GRT Resource Usage Total=about 9%, DR DRC count=0, RSZ-0062 raised after global routing=false, Max Cap Violations=0, CP max stage delay=0.46 ns, Worst setup SP type=input pin, total core area=10300 sq um, DIE WIDTH=~120 um, Synth top area share=71.2%, P per Cell Area=approximately 13 nW/um^2, first-pass GRT wire length=10100 um, Synth area leaders=fa_1, buf_4, inv_1, I/O Pins=194, combinational gate area=1280 sq um, largest net degree at the start of global routing=2, GPL Wtd Cong=0.839, hold_sp=Cin, Synth top cells by count=buf_4, fa_1, inv_1, Syn. warnings=9, kind of critical path=in2out, vias in the first global route=1773, hold depth=5, Non-Filler Instances=~400, post_cts resized=0, Max Fclk=0.0217 GHz, Max Slew Vio Count=0
-- cells by family (layout without fill, tap and decap cells) --
logic type / count (synthesis) / after routing / share of synthesized area [%]
fa+ha+maj: 64 / 64 / 71.2
buf+inv: 74 / 204 / 28.8
-- worst max path at each step --
stage / slack, ns / start / cells past startpoint / endpoint
global route: 3.09 / A[0] / 70 / Sum[63]
finish: 3.99 / A[0] / 70 / Sum[63]
CTS: 3.91 / A[0] / 70 / Sum[63]
-- per-layer routing --
layer | up-vias | track usage, %
met5 | - | 0
met4 | 0 | 0
met3 | 0 | 8.09
met2 | 175 | 11.9
met1 | 624 | 10.8
li1 | 600 | -
-- worst min-delay path, delay by kind of cell --
family,cells,cell delay [ns]
fa+ha+maj,1,0.15
buf+inv,4,0.88
-- per-stage QoR --
| stage | cell area [sq um] | worst slack, ns | hold slack, ns |
|---|---|---|---|
| final | 3430 | 3.99 | 21.04 |
| after global routing | 3430 | 3.09 | 21.09 |
| after CTS | 3430 | 3.91 | 21.05 |
| after detailed placement | 3430 | 3.94 | 21.04 |
| after global placement | 3430 | 4.03 | 21.05 |
| after floorplan | 1800 | 5.64 | 20.22 |
-- power by group --
group          leakage (nW)  internal [W]  switching, W
logic                  1.28     0.0000316     0.0000114
clock network             0             0             0
registers                 0             0             0
-- layout by cell type (no fill, tap or decap) --
master	instances
clkdlybuf4s50_1	194
fa_1	64
inv_1	10
-- final cells by class --
| class | count | share of cell area [%] |
|---|---|---|
| timing repair buffer | 194 | 56.6 |
| tap | 136 | 4.96 |
| multi-input combinational | 64 | 37.3 |
| inverter | 10 | 1.09 |
Power figures rest on the tool's default switching activity, not on a simulated workload.
