[flow/design.v]
`timescale 1ns / 1ps
module Blinky_1Hz(clock_in, clock_out    );
input clock_in;  
 output clock_out;  
 reg [31:0] counter_out;  
 reg clock_out;  
 initial begin
 counter_out<=32'h00000000;  
 clock_out<=0;
 end
 always @(posedge clock_in)
 begin
 counter_out<=counter_out + 32'h00000010;  
 if (counter_out>32'h5F5E100)  
 begin
 counter_out<=32'h00000000;  
 clock_out <= ~clock_out;  
 end
 end
endmodule
[flow/run.sh]
#!/bin/bash
# OpenROAD 26Q1-2900-gdf79404cd8, Yosys 0.63+post, stock flow scripts
make -C /OpenROAD-flow-scripts/flow DESIGN_CONFIG=/design/flow/config.mk WORK_HOME=/design/flow/orfs finish
[flow/config.mk]
export PLATFORM = sky130hd
export DESIGN_NAME = Blinky_1Hz
export DESIGN_NICKNAME = Blinky_1Hz
export VERILOG_FILES = /design/flow/design.v
export SDC_FILE = /design/flow/constraint.sdc
export NUM_CORES = 4
export LEC_CHECK = 1
export CORE_AREA = 10 10 113 113
export DIE_AREA = 0 0 123 123
[flow/constraint.sdc]
current_design Blinky_1Hz

set clk_period 2.9
set clk_io_pct 0.2

create_clock -name clk0 -period $clk_period [get_ports {clock_in}]

set non_clock_inputs [all_inputs -no_clocks]
set_input_delay [expr $clk_period * $clk_io_pct] -clock clk0 $non_clock_inputs
set_output_delay [expr $clk_period * $clk_io_pct] -clock clk0 [all_outputs]
==> impl_metrics.env <==
# implementation run metrics
export IMPL_die_h_um=123
export IMPL_synth_area_um2=1320
export IMPL_grt_pass1_vias=1042
export IMPL_edf_count=1
export IMPL_synth_seq_share=0.448
export IMPL_grt_use_total=0.0364
export IMPL_area_leaders="dfxtp_1, nor3_1, xor2_1, a211oi_1, or4_1"
export IMPL_cp_required_ns=3.10
export IMPL_period_needed_ns=2.15
export IMPL_initCoreUtil=0.128
export IMPL_maxSlewViolCount=0
export IMPL_clock_sinks=29
export IMPL_ys_flop_type="dfxtp_1"
export IMPL_peakVddDrop_mv=0.144
export IMPL_root_buffer="clkbuf_8"
export IMPL_critPathArrivalTime_ns=2.35
export IMPL_cts_clk_slew_worst_paths_ns=0.06
export IMPL_top_usage_layer="met1"
export IMPL_synthArstFlopShare=0
export IMPL_wl_per_cell_um=9.04
export IMPL_ant_nets=0
export IMPL_cap_violations=0
export IMPL_viasPerCell=3.68
export IMPL_core_um2=10300
export IMPL_yosysTopAreaCell="dfxtp_1"
export IMPL_synth_distinct_cells=31
export IMPL_dieArea_um2=15100
export IMPL_drive_gt1_frac=0.0784
export IMPL_numSynthFlops=29
export IMPL_cts_resized=0
export IMPL_max_freq_mhz=466
export IMPL_ys_cells=145
export IMPL_vias=1064
export IMPL_dieWidth_um=123
export IMPL_place_ws_ns=0.816
export IMPL_clock_skew_ns=0.00500
export IMPL_routabilityCongestion=0.845
export IMPL_p_leak_nw=0.457
export IMPL_startpoint_type="register"
export IMPL_syn_inst=145
export IMPL_outcome="completed"
export IMPL_cp_max_fo=7
export IMPL_postCtsSetupRepairBufs=0
export IMPL_setup_tns_final_ns=0
export IMPL_warning_count=26
export IMPL_cts_tree="done"
export IMPL_area_delta_synth_final_pct=21.6
export IMPL_io_pins=2
export IMPL_grt_pass1_wl_um=4700
export IMPL_drt_iter0_drc=62
export IMPL_avgSynthCellArea_um2=9.09
export IMPL_use_met3=0.0139
export IMPL_n_fill_cell=1139
export IMPL_cp_end_kind="register"
export IMPL_yosysChipArea_um2=1320
export IMPL_power_density_nw_per_um2=491
export IMPL_drtPass1Iterations=6
export IMPL_hold_viol=0
export IMPL_finalClockPeriodUsage=0.740
export IMPL_io_buffers=1
export IMPL_place_hpwl_um=1730
export IMPL_worstSkewPairLatency_ns=0.28
export IMPL_drc=0
export IMPL_antenna_found_initial=0
export IMPL_tritoncts_num_buffers=5
export IMPL_postLayoutSetupSlackWorst_ns=0.753
export IMPL_min_path_type="register to register"
export IMPL_grt_overflow_total=0
export IMPL_clockBufferDepth=2
export IMPL_htreeDepth=2
export IMPL_drt_wl_total_um=2610
export IMPL_ys_warn_count=1
export IMPL_power_total_uw=786
export IMPL_top_area_frac=0.425
export IMPL_grt_max_degree=24
export IMPL_rsz0062_at_grt="no"
export IMPL_hold_buffers=0
export IMPL_use_met2=0.0512
export IMPL_diodes=0
export IMPL_grtUsageMet1=0.0524
export IMPL_crit_type="register to register"
export IMPL_placementRows=37
export IMPL_final_setup_viol_count=0
sequential cells by signal, indices dropped and copies added, names as in the netlist:
register,flops
clock_out,1
counter_out,28
path summary, 6_finish.rpt:
kind              slack, ns         endpoint             from  cells after the start
hold / removal         0.52  counter_out[25]  counter_out[25]                      2
hold reg to reg        0.52  counter_out[25]  counter_out[25]                      2
setup / recovery       0.75  counter_out[24]   counter_out[4]                      5
setup reg to reg       0.75  counter_out[24]   counter_out[4]                      5
cells by family after synthesis:
logic type	Yosys count	synth area share
XOR/XNOR	13	0.0864
AND/OR/NAND/NOR	68	0.306
other	1	0.00285
adder cells (fa/ha/maj)	2	0.0190
flip-flops	29	0.448
AND-OR/OR-AND	20	0.103
buffers and inverters	12	0.0351
metal layers:
layer / wire length, um / share of wire / vias to the layer above
met5: 0 / 0 / -
met3: 122 / 0.047 / 4
met4: 31 / 0.012 / 0
met1: 1450 / 0.55 / 493
met2: 1010 / 0.39 / 16
li1: - / - / 551
synth_stat cells (all sizes together) (3+ instances only):
master  count
a211oi      8
and3        4
and4        3
clkbuf      6
dfxtp      28
inv         5
nand2       8
nand3       9
nand4       8
nor3       16
o21ai       4
o31ai       5
or3         3
or4         8
xnor2       6
xor2        7
metrics by stage:
step                      area (um^2)  cells  hold WS [ns]  utilization
after floorplan                  1330    149         0.476            -
after global placement           1500    281         0.504        0.145
after detailed placement         1500    281         0.512        0.145
after CTS                        1600    289         0.523        0.155
after global routing             1600    289         0.557        0.155
final                            1600    289         0.523        0.155
power by group:
part	internal, mW	switching [mW]	leakage [nW]
Sequential	0.408	0.00219	0.237
Clock	0.214	0.151	0.0542
Combinational	0.00587	0.00431	0.165
worst max-delay path, cell delays in order, from the launching register on:
cell and delay [ns]:
dfxtp_1 0.43, ha_1 0.36, nand4_1 0.13, or4_1 0.54, or3_1 0.39, a211oi_1 0.22
layout make-up:
type                            count  area [um^2]  area share
Clock inverter                      1         5.00     0.00312
Clock buffer                        7         96.3      0.0602
Multi-Input combinational cell    108          696       0.434
Tap cell                          136          170       0.106
Inverter                            5         18.8      0.0117
Sequential cell                    29          591       0.369
Timing Repair Buffer                3         25.0      0.0156
placed cells by master (no fill, tap or decap), types with 3 or more instances in the layout:
cell type and n:
a211oi_1 8, and3_1 4, and4_1 3, clkbuf_8 7
conb_1 5, dfxtp_1 28, inv_1 5, nand2_1 8
nand3_1 9, nand4_1 7, nor3_1 16, o21ai_0 3
o31ai_1 5, or3_1 3, or4_1 8, xnor2_1 6
xor2_1 7
No activity file was given, so power comes from the tool's default toggle rates.
